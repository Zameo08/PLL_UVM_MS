==> ./design.v <==
`timescale 1ns/1ps
module registers (
  input       clk,
  input       rst_n,
  input [7:0] addr,
  input [7:0] wdata,
  input       wen,
  input       ren,
  output reg [7:0] rdata,
  output wire [7:0] div_cfg,
  output wire [3:0] vco_gain,
  output wire [1:0] lpf_rp,
  output wire [1:0] lpf_cp,
  output wire [1:0] lpf_c2,
  output wire       enable_pll
);
  logic [7:0] INT_REG [3:0];
  always_ff @(posedge clk or  negedge rst_n) begin
    if (!rst_n) begin
      INT_REG[0] <= 8'd0;
      INT_REG[1] <= 8'd0;
      INT_REG[2] <= 8'd0;
      INT_REG[3] <= 8'd0;
      rdata      <= 8'd0;
    end
    else if (wen && !ren) begin
      rdata <= 8'h00;
      if (addr < 4)
        INT_REG[addr] <= wdata;
    end 
    else if (!wen && ren) begin
      if (addr < 4)
        rdata <= INT_REG[addr];
      else
        rdata <= 8'h00;
    end 
    else if (wen && ren) begin
      rdata <= 8'hxx;  
    end 
    else begin
      rdata <= 8'h00;
    end
  end
  assign div_cfg     = INT_REG[0];
  assign vco_gain    = INT_REG[1][3:0];
  assign lpf_c2      = INT_REG[2][5:4];
  assign lpf_cp      = INT_REG[2][3:2];
  assign lpf_rp      = INT_REG[2][1:0];
  assign enable_pll  = INT_REG[3][0];
endmodule
==> ./run.sh <==
#!/bin/bash
# OpenROAD 26Q1-2900-gdf79404cd8, Yosys 0.63+post, stock flow scripts
make -C /OpenROAD-flow-scripts/flow DESIGN_CONFIG=/design/flow/config.mk WORK_HOME=/design/flow/orfs finish
==> ./config.mk <==
export PLATFORM = sky130hd
export DESIGN_NAME = registers
export DESIGN_NICKNAME = registers
export VERILOG_FILES = /design/flow/design.v
export SDC_FILE = /design/flow/constraint.sdc
export NUM_CORES = 4
export LEC_CHECK = 1
export CORE_UTILIZATION = 30
==> ./constraint.sdc <==
current_design registers

set clk_period 1.1
set clk_io_pct 0.2

create_clock -name clk0 -period $clk_period [get_ports {clk}]

set non_clock_inputs [all_inputs -no_clocks]
set_input_delay [expr $clk_period * $clk_io_pct] -clock clk0 $non_clock_inputs
set_output_delay [expr $clk_period * $clk_io_pct] -clock clk0 [all_outputs]
==> flow_summary_export.csv <==
group,metric,value,unit
route,wl,4.04,mm
floorplan,initCoreUtil,31.9,%
layout,seq_area,1000,um2
sta,finalHoldViolCount,40,
run,timing.max_cap.violations,0,
yosys,avgSynthCellArea,15.9,um2
cts,cts-root-buf,"clkbuf_8",
sta,post-route-period-util,112,%
power,p_comb_share,10.5,%
sta,fmax,0.811,GHz
setup_path,start_kind,"flip-flop",
setup_path,crit_buf_inv,1,
power,peakVddDrop,646,uV
setup_path,crit_arrival,1.42,ns
route,viasPerCell,4.61,
sta,hold_slack,-0.117,ns
sta,worst_slew_pin_slew,0.249,ns
route,vias,1218,
power,p_leak,1.37,nW
global_routing,grt_usage,14.0,%
setup_path,max_stage_delay,0.46,ns
hold_path,hp-class,"input port to asynchronous set/reset pin",
setup_path,cp_cell_sequence,"buf_6, mux4_2, nor2b_4",
floorplan,die_height,79.5,um
cts,clockBufferDepth,2,
layout,drive_above_1_share,59.9,%
power,p_seq_share,50.3,%
layout,final_cells,264,
setup_path,crit_family,"multiplexers",
yosys,synth.distinct_cells,13,
yosys,ys_seq_share,55.6,%
floorplan,core_area,5640,um2
cts,cts.reportedPaths.clkPinSlew,0.08,ns
cts,cts_tree,"yes",
placed_design,dp_cells,231,
layout,syn_to_final_growth,52.3,%
route,first_pass_iters,2,
cts,clk_latency,0.29,ns
yosys,yosysWarnings,2,
setup_path,crit_fanout,2,
setup_path,reg2reg_setup_slack,-0.13,ns
placed_design,dp_hpwl,2.58,mm
route,avgRoutedWirePerCell,15.3,um
status,outcome,"finished, violations left",
power,power_frac_clock,39.2,%
sta,slew_viol_final,0,
power,p_per_area,1100,nW/um2
yosys,synthCells,113,
layout,logic_area,777,um2
floorplan,ioPinCount,47,
sta,min_period,1.23,ns
setup_path,crit_type,"flip-flop to flip-flop",
setup_path,critPathCaptureType,"flip-flop",
floorplan,dieArea,6320,um2
power,total_power,3.02,mW
global_routing,met1_usage,20.2,%
global_routing,antenna_found_initial,0,
setup_path,required,1.29,ns
sta,rsz0062_at_grt,"true",
sta,skew,0.00940,ns
placed_design,io_buffer_count,46,
global_routing,grt_first_pass_wirelength,6.45,mm
floorplan,die_w,79.5,um
power,p_switching,654,uW
sta,setup_viol_count_final,41,
route,ant_nets,0,
cts,cts_sinks,40,
global_routing,overflow,0,
global_routing,grt_pass1_vias,1298,
power,internal-power,2.37,mW
cts,h-tree-depth,2,
global_routing,grt_max_degree,41,
power,p_sw_share,21.7,%
global_routing,gr-usage-met2,21.6,%
setup_path,slowest_stage,"mux4_2",
layout,num-fill-cells,463,
status,failed_checks,"hold timing, setup timing",
global_routing,grt_use_met3,4.64,%
route,antennaDiodeCount,0,
sta,slew_headroom,83.3,%
cts,numCtsBuffers,5,
global_routing,busiest_layer,"met2",
route,drc,0,
run,tool_warnings,30,
yosys,synth_area,1800,um2
route,drtIter0Drc,56,
yosys,ys_cells,113,
yosys,synth_flops,40,
yosys,ys_area,1800,um2
floorplan,rows,27,
placed_design,place.gp.congestion,0.768,
sta,setup_slack,-0.133,ns
[power by group through the flow]
stage	Combinational [mW]	Clock [mW]	Sequential, mW
4_1_cts	0.306	1.22	1.52
5_1_grt	0.345	1.29	1.52
6_report	0.316	1.18	1.52
[synth_stat cells, drive strengths merged]
cell type	count	area share [%]
buf	13	5.5
mux2	32	20
mux4	8	10
nor2b	11	3.8
and4	1	0.56
and2	1	0.35
dfrtp	40	56
nor2	2	0.42
nand4	3	2.1
nor4	1	1.2
nand4b	1	0.49
[sequential cells by signal, indices dropped and copies added (netlist names)]
signal   flops
rdata        8
INT_REG     32
[worst reg2reg max path: cells and delay by family (launching register included)]
kind / cells / cell delay [ns]
buffers and inverters: 1 / 0.12
flip-flops: 1 / 0.41
multiplexers: 1 / 0.46
AND/OR/NAND/NOR: 1 / 0.14
[cells by family (layout without fill, tap and decap cells)]
group / count (synthesis) / in the layout / synth area share [%]
muxes: 40 / 40 / 30.0
buffers and inverters: 13 / 92 / 5.49
DFF: 40 / 40 / 55.6
and+or+nand+nor: 20 / 20 / 8.90
[timing repair]
item	CTS	global route
setup buffers	19	6
gates resized	106	18
endpoints found under the hold margin	40	40
pin swaps	3	2
setup endpoints to repair	67	52
[per-stage QoR]
| stage | setup slack, ns | area [um2] | setup TNS [ns] | util (%) |
|---|---|---|---|---|
| after global placement | -0.719 | 2390 | -27.41 | 42.3 |
| final | -0.133 | 2740 | -1.90 | 48.6 |
| after global routing | -0.170 | 2740 | -4.01 | 48.6 |
| after floorplan | -0.321 | 1840 | -7.70 | - |
| after detailed placement | -0.720 | 2390 | -27.92 | 42.3 |
| after CTS | -0.128 | 2690 | -1.45 | 47.7 |
[cell type report]
| type | instances | area share, % |
|---|---|---|
| flip-flops and latches | 40 | 36.5 |
| multi-input cells | 60 | 28.3 |
| repair buffers | 84 | 27.8 |
| well taps | 72 | 3.29 |
| clock buffers | 5 | 2.51 |
| clock inverters | 3 | 1.55 |
[cell usage in the layout, fill, tap and decap left out]
master / count
clkbuf_8: 5
mux4_2: 8
nor2b_4: 2
bufinv_16: 1
buf_2: 8
nor2_1: 2
dlygate4sd2_1: 4
clkdlybuf4s15_1: 12
clkinv_2: 1
clkinvlp_4: 1
nand4b_1: 1
dfrtp_1: 40
buf_12: 2
nor2b_1: 9
and2_1: 1
mux2_2: 23
nand4_4: 3
clkbuf_2: 9
clkdlybuf4s50_1: 8
mux2_4: 9
buf_6: 23
and4_4: 1
clkdlybuf4s15_2: 2
nor4_4: 1
buf_4: 16
[final timing paths]
kind,startpoint,end,cells after the start
worst max-delay path,INT_REG[2][2],rdata[2],3
max in group asynchronous,rst_n,INT_REG[3][7],2
min in group clk0,INT_REG[1][5],INT_REG[1][5],1
worst min register to register,INT_REG[1][5],INT_REG[1][5],1
worst min-delay path,rst_n,rdata[3],2
worst max register to register,INT_REG[2][2],rdata[2],3
[per-layer routing]
metal,vias up,part of all wire (%),wire (um)
met5,-,0,0
met4,0,1.3,54
met1,608,43,1730
li1,557,-,-
met2,44,49,1990
met3,9,6.7,269
No activity file was given, so power comes from the tool's default toggle rates.
